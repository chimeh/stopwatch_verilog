$ cat /design/flow/config.mk
export PLATFORM = sky130hd
export DESIGN_NAME = time_cnt
export DESIGN_NICKNAME = time_cnt
export VERILOG_FILES = /design/flow/design.v
export SDC_FILE = /design/flow/constraint.sdc
export NUM_CORES = 4
export LEC_CHECK = 1
export CORE_AREA = 10 10 106 106
export DIE_AREA = 0 0 116 116
$ cat /design/flow/constraint.sdc
current_design time_cnt

set clk_period 4.7
set clk_io_pct 0.2

create_clock -name clk0 -period $clk_period [get_ports {clk_100hz}]

set non_clock_inputs [all_inputs -no_clocks]
set_input_delay [expr $clk_period * $clk_io_pct] -clock clk0 $non_clock_inputs
set_output_delay [expr $clk_period * $clk_io_pct] -clock clk0 [all_outputs]
$ cat /design/flow/design.v
`timescale 1ns / 1ps
module time_cnt(
   input ce,  
   input clk_100hz,  
   input clr,  
   output [3:0] lit_lsb,  
   output [3:0] lit_msb,  
   output [3:0] sec_lsb,  
   output [3:0] sec_msb,  
   output [3:0] min_lsb,  
   output [3:0] min_msb);
  reg [3:0] lit_lsb_cnt;
  reg [3:0] lit_msb_cnt;
  reg [3:0] sec_lsb_cnt;
  reg [3:0] sec_msb_cnt;
  reg [3:0] min_lsb_cnt;
  reg [3:0] min_msb_cnt;
  wire up;  
  assign up = 1;  
  wire enable, tc_1up, tc_2up, tc_3up, tc_4up, tc_5up;
  wire tc_1dn, tc_2dn, tc_3dn, tc_4dn, tc_5dn; 
  assign tc_1up = (up && (lit_lsb_cnt == 4'd9));
  assign tc_2up = (up && (lit_msb_cnt == 4'd9));
  assign tc_3up = (up && (sec_lsb_cnt == 4'd9));
  assign tc_4up = (up && (sec_msb_cnt == 4'd5));
  assign tc_5up = (up && (min_lsb_cnt == 4'd9));
  assign tc_6up = (up && (min_msb_cnt == 4'd5));
  assign enable = ~(tc_1up && tc_2up && tc_3up && tc_4up && tc_5up && tc_6up)&& ce; 
  always @(posedge clk_100hz or posedge clr)   
  begin
    if (clr)
      lit_lsb_cnt <= 0;
    else if (enable) 
       if (up)   
          if (lit_lsb_cnt == 4'd9)
                 lit_lsb_cnt <= 4'd0;
             else lit_lsb_cnt <= lit_lsb_cnt + 1;
  end  
  always @(posedge clk_100hz or posedge clr)   
  begin
    if (clr)
      lit_msb_cnt <= 0;
    else if (enable)
       if (tc_1up) 
          if (lit_msb_cnt == 4'd9)
                 lit_msb_cnt <= 4'd0;
             else lit_msb_cnt <= lit_msb_cnt + 1;
  end  
  always @(posedge clk_100hz or posedge clr)   
  begin
    if (clr)
      sec_lsb_cnt <= 0;
    else if (enable)
       if (tc_1up && tc_2up)  
          if (sec_lsb_cnt == 4'd9)
                 sec_lsb_cnt <= 4'd0;
             else sec_lsb_cnt <= sec_lsb_cnt + 1;
  end  
  always @(posedge clk_100hz or posedge clr)   
  begin
    if (clr)
      sec_msb_cnt <= 0;
    else if (enable)
       if (tc_1up && tc_2up && tc_3up)  
          if (sec_msb_cnt == 4'd5)
                 sec_msb_cnt <= 4'd0;
             else sec_msb_cnt <= sec_msb_cnt + 1;
  end  
  always @(posedge clk_100hz or posedge clr)   
  begin
    if (clr)
      min_lsb_cnt <= 0;
    else if (enable)
       if (tc_1up && tc_2up && tc_3up && tc_4up)  
          if (min_lsb_cnt == 4'd9)
                 min_lsb_cnt <= 4'd0;
             else min_lsb_cnt <= min_lsb_cnt + 1;
  end  
  always @(posedge clk_100hz or posedge clr)   
  begin
    if (clr)
      min_msb_cnt <= 0;
    else if (enable)
       if (tc_1up && tc_2up && tc_3up && tc_4up && tc_5up)  
          if (min_msb_cnt == 4'd5)
                 min_msb_cnt <= 4'd0;
             else min_msb_cnt <= min_msb_cnt + 1;
  end  
  assign lit_lsb = lit_lsb_cnt;
  assign lit_msb = lit_msb_cnt;
  assign sec_lsb = sec_lsb_cnt;
  assign sec_msb = sec_msb_cnt;  
  assign min_lsb = min_lsb_cnt;
  assign min_msb = min_msb_cnt;
endmodule
$ cat /design/flow/run.sh
#!/bin/bash
# OpenROAD 26Q1-2900-gdf79404cd8, Yosys 0.63+post, stock flow scripts
make -C /OpenROAD-flow-scripts/flow DESIGN_CONFIG=/design/flow/config.mk WORK_HOME=/design/flow/orfs finish
==> qor.yml <==
status: "complete, no violations"
clkSinkCount: 24
final-hold-violation-count: 0
whs_ps: 513
wire_per_inst_um: 11.8
cts_buffers: 3
tns_ps: 0
ys_chip_area_um2: 1280
min_from: "sec_msb_cnt[0]"
ys_ff: 24
fin_crit_ps: 2330
grt_pass1_vias: 894
max_freq_mhz: 428
cp.required_ps: 4850
r2r_end: "lit_msb_cnt[1]"
slew_viol_final: 0
antenna_found_initial: 0
ys_sh_mux_pct: 3.81
cts_hold_buf: 0
cap_violations: 0
reg2reg_depth: 5
seqPwrFrac_pct: 47.3
r2r-start: "sec_lsb_cnt[2]"
tightest_slew_ps: 326
die_area_um2: 13500
hp-class: "reg2reg"
fp-row-count: 34
io_pins: 27
overflow: 0
insertion_delay_ps: 260
p_total_uw: 680
cts_setup_buffers: 0
grt_max_degree: 25
cts_tree: "yes"
synth_cells: 125
ys_sh_xor_pct: 6.84
path_class: "in2reg"
relSlewSlack_pct: 78.3
adder_share_pct: 0
cp_max_fo: 7
synthesis.area_um2: 1280
whs_endpoint: "sec_msb_cnt[0]"
worst_ep_arrival_time_ps: 2480
syn_area_per_cell_um2: 10.2
log.warning_count: 25
fp-utilization_pct: 14.5
ys_seq_share_pct: 46.9
place_ws_ps: 2100
endpoint_kind: "flip-flop"
root_buffer: "clkbuf_8"
vias_per_cell: 3.81
syn_to_final_growth_pct: 34.3
drcViolationCount: 0
cts.clk_slew.worst_paths_ps: 80
routed_wl_um: 3080
flop_area_um2: 601
vias: 998
postRouteAntennaNets: 0
rsz0062_at_grt: "false"
pwr-share-clk_pct: 17.7
track_usage_pct: 4.60
ys_sh_simple_pct: 32.4
drt_iter0_drc: 45
yosys.area_share.aoi_pct: 7.92
antenna_cells: 0
logic_area_um2: 652
min_path_cells: 1
grt_pass1_wl_um: 4970
ys_cells: 125
power.internal_uw: 460
reg2reg_slack_ps: 2970
p_per_area_nw_per_um2: 396
top_logic_kind: "simple AND/OR/NAND/NOR gates"
drive_above_1_share_pct: 12.3
core_area_um2: 8850
cts.htree.levels: 1
setup.worst_path.start_class: "input port"
peakVddDrop_v: 0.000104
skew_ps: 1.97
gp_congestion: 0.787
pwr-share-comb_pct: 35.0
dr.pass1.iters: 4
yosysWarnings: 2
setup_viol: 0
p_leak_uw: 0.000672
portBuffers: 26
n_fill_cell: 961
cts-resized-gates: 0
switching_power_uw: 220
post-route-period-util_pct: 49.7
cts_max_path_buffers: 2
die.size.y_um: 116
layout_setup_ws_ps: 2370
chipWidth_um: 116
switching_share_pct: 32.4
yosysUniqueCellTypes: 34
dp_hpwl_um: 2380
## how the worst max path moves through the flow
| stage | startpoint | to | slack (ps) |
|---|---|---|---|
| finish | ce | min_lsb_cnt[1] | 2370 |
| global route | ce | min_msb_cnt[1] | 2280 |
| CTS | ce | min_lsb_cnt[1] | 2380 |
## flip-flops by register name (all words and copies together), names as in the netlist
register,cells
lit_lsb_cnt,4
lit_msb_cnt,4
min_lsb_cnt,4
min_msb_cnt,4
sec_lsb_cnt,4
sec_msb_cnt,4
## synth_stat cells
cell type / count / area (µm²)
a21oi_1: 4 / 20.0
a31oi_1: 2 / 12.5
and2_1: 1 / 6.26
and2b_1: 1 / 7.51
and3_1: 2 / 12.5
and4bb_2: 3 / 37.5
and4bb_4: 2 / 32.5
buf_2: 1 / 5.00
dfrtp_1: 24 / 601
inv_1: 6 / 22.5
mux2_1: 2 / 22.5
mux2_2: 1 / 11.3
mux2_4: 1 / 15.0
nand2_1: 12 / 45.0
nand2b_1: 2 / 12.5
nand3_1: 11 / 55.1
nand3_4: 1 / 17.5
nand3b_1: 2 / 15.0
nand4_2: 3 / 37.5
nor2_1: 10 / 37.5
nor2_2: 1 / 6.26
nor2_4: 1 / 11.3
nor2b_1: 1 / 6.26
nor3_1: 4 / 20.0
nor3b_1: 2 / 15.0
nor3b_4: 1 / 18.8
nor4_2: 1 / 12.5
o21ai_0: 9 / 45.0
o21bai_1: 1 / 7.51
o22a_1: 1 / 8.76
o31ai_1: 1 / 7.51
or4_1: 1 / 7.51
xnor2_1: 6 / 52.6
xor2_1: 4 / 35.0
## final cells by class
| cell class | instances | area share [%] |
|---|---|---|
| flip-flops and latches | 24 | 34.9 |
| clock buffers | 3 | 2.40 |
| inverters | 6 | 1.31 |
| repair buffers | 27 | 15.6 |
| well taps | 108 | 7.86 |
| multi-input cells | 94 | 37.9 |
## logic make-up after synthesis
family,count (synthesis)
AND/OR/NAND/NOR,62
flip-flops,24
AND-OR/OR-AND,18
XOR/XNOR,10
buffers and inverters,7
multiplexers,4
## power by group through the flow
stage     Clock (µW)  Sequential [µW]  Combinational (µW)
6_report         120              322                 238
4_1_cts          126              322                 247
5_1_grt          136              332                 267
## per-stage QoR
stage          instance area, µm²  instances  utilization [%]
6_report                     1720        262             19.4
3_5_place_dp                 1680        259             19.0
2_1_floorplan                1280        125                -
5_1_grt                      1720        262             19.4
4_1_cts                      1720        262             19.4
3_3_place_gp                 1680        259             19.0
## routing by layer
| layer | vias to the layer above | part of all wire [%] | GRT usage (%) |
|---|---|---|---|
| met5 | - | 0 | 0 |
| met4 | 0 | 0.45 | 0.334 |
| met3 | 2 | 6.4 | 1.67 |
| met2 | 18 | 43 | 6.48 |
| met1 | 478 | 50 | 6.85 |
| li1 | 500 | - | - |
## worst max-delay path, cell delays in order
cell             delay, ps
clkdlybuf4s50_1        510
and2_1                 300
and3_1                 260
nand4_2                150
mux2_1                 330
## cell usage in the layout (no fill, tap or decap), types with 2 or more instances in the layout
| cell | n |
|---|---|
| a21oi_1 | 4 |
| a31oi_1 | 2 |
| and3_1 | 2 |
| and4bb_2 | 3 |
| and4bb_4 | 2 |
| clkbuf_8 | 3 |
| clkdlybuf4s50_1 | 26 |
| dfrtp_1 | 24 |
| inv_1 | 6 |
| mux2_1 | 2 |
| nand2_1 | 12 |
| nand2b_1 | 2 |
| nand3_1 | 11 |
| nand3b_1 | 2 |
| nand4_2 | 3 |
| nor2_1 | 10 |
| nor3_1 | 4 |
| nor3b_1 | 2 |
| o21ai_0 | 9 |
| xnor2_1 | 6 |
| xor2_1 | 4 |
Power is estimated from default activity; no workload was simulated.
