===== ./design.v =====
`timescale 1ns / 1ps
module clock_get_all(input clk_origin,  
                   input clkcnt_reset,  
                    output out_clk_1khz,  
                   output out_clk_100hz);  
    wire clk_1ms;  
    wire clk_1cs;  
    assign out_clk_1khz = clk_1ms;
    assign out_clk_100hz = clk_1cs;
     clock_div_50k instan_div_50k (.clk(clk_origin),
                                   .clkcnt_reset(clkcnt_reset),
                                   .div_50k(clk_1ms));  
     clock_div_500k instan_div_500k(.clk(clk_origin),
                                    .clkcnt_reset(clkcnt_reset),
                                    .div_500k(clk_1cs));  
endmodule
module clock_div_50k(clk, clkcnt_reset,  div_50k);
     input clk;
     input clkcnt_reset;
    output div_50k;
      reg div_50k;
     reg [19:0] cnt;
  always @(negedge clkcnt_reset or posedge clk)begin
  if(~clkcnt_reset) cnt <= 0;
  else if (cnt >= 50000) begin
          div_50k <= 0;
          cnt <= 0; end
      else if (cnt < 25000) begin
          div_50k <= 0;
          cnt <= cnt + 1; end
      else if ((cnt >= 25000) && (cnt < 50000)) begin   
            div_50k <= 1;
            cnt <= cnt + 1; end
  end  
endmodule
module clock_div_500k(clk, clkcnt_reset,  div_500k);
     input clk;
     input clkcnt_reset;     
    output div_500k;
      reg div_500k;
     reg [19:0] cnt;
  always @(negedge clkcnt_reset or posedge clk)begin
  if(~clkcnt_reset) cnt <= 0;
  else if (cnt >= 500000) begin
          div_500k <= 0;
          cnt <= 0; end
      else if (cnt < 250000) begin
          div_500k <= 0;
          cnt <= cnt + 1; end
      else if ((cnt >= 250000) && (cnt < 500000)) begin 
            div_500k <= 1;
            cnt <= cnt + 1; end
  end  
endmodule

===== ./run.sh =====
#!/bin/bash
# OpenROAD 26Q1-2900-gdf79404cd8, Yosys 0.63+post, stock flow scripts
make -C /OpenROAD-flow-scripts/flow DESIGN_CONFIG=/design/flow/config.mk WORK_HOME=/design/flow/orfs finish

===== ./config.mk =====
export PLATFORM = sky130hd
export DESIGN_NAME = clock_get_all
export DESIGN_NICKNAME = clock_get_all
export VERILOG_FILES = /design/flow/design.v
export SDC_FILE = /design/flow/constraint.sdc
export NUM_CORES = 4
export LEC_CHECK = 1
export CORE_AREA = 10 10 113 113
export DIE_AREA = 0 0 123 123

===== ./constraint.sdc =====
current_design clock_get_all

set clk_period 3.9
set clk_io_pct 0.2

create_clock -name clk0 -period $clk_period [get_ports {clk_origin}]

set non_clock_inputs [all_inputs -no_clocks]
set_input_delay [expr $clk_period * $clk_io_pct] -clock clk0 $non_clock_inputs
set_output_delay [expr $clk_period * $clk_io_pct] -clock clk0 [all_outputs]

==> results.rst <==
Implementation results
======================

.. list-table::
   :header-rows: 1

   * - Metric
     - Value
   * - Endpoint type of the worst setup path
     - primary output
   * - Worst-Margin Slew
     - about 0.75 ns
   * - Via count of the first global-routing pass
     - 1,432
   * - Largest voltage drop on the vdd net
     - around 0.12 mV
   * - Via total after detailed routing
     - 1,448
   * - Boundary Pins
     - 4
   * - # placed instances
     - ~350
   * - Seq share, synth
     - 0.5115
   * - Worst endpoint required time
     - 3.12 ns
   * - Period Utilization, post-route
     - 0.4833
   * - Clk pwr share
     - 0.416
   * - R2R Path End
     - instan_div_500k.cnt[18]$_DFFE_PN0P_
   * - Yosys cell count
     - roughly 210
   * - 1st-pass router iterations
     - 4
   * - Port buffer count
     - 3
   * - Post-route setup TNS
     - 0 ns
   * - Reg2reg path depth
     - 5
   * - Critical Path Source
     - instan_div_500k.div_500k$_SDFFCE_PP0P_
   * - Initial antenna violation count
     - 0
   * - GPL Wtd Cong
     - 0.8533
   * - Post-detailed-route count of antenna-violating nets
     - 0
   * - Die Ht
     - around 120 um
   * - Detailed Place HPWL
     - approximately 2400 um
   * - DRC violations left
     - 0
   * - Class of the most critical hold timing path
     - in2async
   * - Post-CTS resize count
     - 0
   * - Synth Instances
     - 213
   * - Max_cap viols
     - 0
   * - CTS tree
     - yes
   * - Die Span X
     - approximately 120 um
   * - Setup fix buffers added after clock tree synthesis
     - 0
   * - Critical Path Source Type
     - register
   * - Grt total ovfl
     - 0
   * - Sequence of cells on the critical path
     - clkdlybuf4s50_1
   * - Post-route minimum period
     - approximately 1.9 ns
   * - Insertion delay at the late pin of the worst-skew pair
     - ~0.29 ns
   * - Combinational Power Share
     - 0.030
   * - Number of DRC violations after detailed-routing iteration 0
     - between 60 and 70
   * - Total of flip-flops plus latches after synthesis
     - ~42
   * - Worst hold slack after final layout
     - 0.3505 ns
   * - Launching point of the worst reg2reg path
     - instan_div_500k.cnt[0]$_DFFE_PN0P_
   * - Maximum fanout encountered on the critical timing path
     - 1
   * - Number of placement rows
     - 37
   * - Bufs and invs on worst path
     - 1
   * - Proportion of layout cells with a drive suffix above 1
     - 0.08145
   * - Worst Setup EP
     - out_clk_100hz
   * - All-layer global routing usage
     - 0.05150
   * - Global-route wire length before repair
     - between 6000 and 7000 um
   * - Number of different library cells in the post-synthesis netlist
     - 36
   * - Clk sinks
     - between 40 and 50
   * - Register-to-register setup slack
     - around 2.1 ns
   * - Syn Area/Cell
     - around 9.7 um2
   * - Power per cell area
     - about 340 nW/um2
   * - Cell class contributing the biggest share of worst-path delay
     - buffers and inverters
   * - Delay contributed by the slowest stage of the critical path
     - between 0.4 and 0.5 ns
   * - Max-slew violation count
     - 0
   * - Worst relative slew slack
     - 0.4995
   * - H-tree depth
     - 2
   * - # setup viols final
     - 0
   * - Total number of warnings across the stage logs
     - 27
   * - Cts bufs inserted
     - 5
   * - Power share of the sequential group
     - 0.554
   * - Clock skew
     - roughly 0.007 ns
   * - Outcome
     - completed
   * - Count of hold-fix buffers inserted at cts
     - 0
   * - Category of the most critical setup path
     - reg2out
   * - Count of warnings emitted by yosys
     - 2
   * - Wirelength, routed
     - ~3600 um
   * - Switching power summed over all nets
     - about 0.17 mW
   * - Root Driver
     - sky130_fd_sc_hd__clkbuf_8
   * - Via density per instance
     - 4.056
   * - Max frequency
     - approximately 530 MHz
   * - WP data arrival
     - 1.10 ns
   * - Largest net degree at the start of global routing
     - 32
   * - Placeable core region
     - around 10,000 um2
   * - Leakage power summed over all cells
     - ~0.86 nW
   * - Clock slew at the register clock pins of the worst setup and hold paths
     - 0.08 ns
   * - Synthesized area
     - between 2000 and 2500 um2
   * - Chip area line of the yosys report
     - slightly above 2000 um2
   * - Hold violation count in the final report
     - 0
   * - Final instance count without filler cells
     - roughly 360
   * - DIE AREA
     - 15,130 um2
   * - Unrepaired setup endpoints after global routing
     - false
   * - Inserted Diodes
     - 0
   * - WP depth
     - 1
   * - Post-detailed-route wirelength per cell
     - roughly 10 um
   * - Net switching fraction of the power
     - 0.2090
   * - Internal power consumption
     - 0.6409 mW
   * - Area growth, synth to finish
     - 13.69%
   * - Initial core utilization
     - 0.2009
   * - Worst-case clock buffer depth
     - 2
   * - Library cell contributing the largest single delay on the critical path
     - sky130_fd_sc_hd__clkdlybuf4s50_1
==> per-layer routing <==
layer / GRT usage / share of wire
met5: 0 / 0
met3: 0.01758 / 0.046
met4: 0.002911 / 0.0028
met1: 0.07313 / 0.49
met2: 0.07898 / 0.46
==> layout by cell type, fill, tap and decap left out, types with 5 or more instances in the layout <==
cell type and count:
sky130_fd_sc_hd__nand3_1 12, sky130_fd_sc_hd__dfrtp_1 40, sky130_fd_sc_hd__nor4_1 9, sky130_fd_sc_hd__a21oi_1 5, sky130_fd_sc_hd__nor2_1 42, sky130_fd_sc_hd__nor3_1 9, sky130_fd_sc_hd__nand2_1 9, sky130_fd_sc_hd__clkbuf_8 5
sky130_fd_sc_hd__xnor2_1 22, sky130_fd_sc_hd__xor2_1 6, sky130_fd_sc_hd__conb_1 5, sky130_fd_sc_hd__inv_1 12, sky130_fd_sc_hd__nand4_1 8
==> cell usage after synthesis <==
| cell | number | area [um2] |
|---|---|---|
| sky130_fd_sc_hd__nor2_1 | 42 | 157.7 |
| sky130_fd_sc_hd__dfrtp_1 | 40 | 1001 |
| sky130_fd_sc_hd__xnor2_1 | 22 | 192.7 |
| sky130_fd_sc_hd__inv_1 | 12 | 45.04 |
| sky130_fd_sc_hd__nand3_1 | 12 | 60.06 |
| sky130_fd_sc_hd__nand2_1 | 9 | 33.78 |
| sky130_fd_sc_hd__nor3_1 | 9 | 45.04 |
| sky130_fd_sc_hd__nor4_1 | 9 | 56.30 |
| sky130_fd_sc_hd__nand4_1 | 8 | 50.05 |
| sky130_fd_sc_hd__xor2_1 | 6 | 52.55 |
| sky130_fd_sc_hd__a21oi_1 | 5 | 25.02 |
| sky130_fd_sc_hd__clkbuf_1 | 4 | 15.01 |
| sky130_fd_sc_hd__ha_1 | 3 | 37.54 |
| sky130_fd_sc_hd__o21ai_0 | 3 | 15.01 |
| sky130_fd_sc_hd__a21oi_2 | 2 | 17.52 |
| sky130_fd_sc_hd__a311oi_1 | 2 | 17.52 |
| sky130_fd_sc_hd__buf_2 | 2 | 10.01 |
| sky130_fd_sc_hd__edfxtp_1 | 2 | 60.06 |
| sky130_fd_sc_hd__nand4_2 | 2 | 25.02 |
| sky130_fd_sc_hd__o31ai_1 | 2 | 15.01 |
| sky130_fd_sc_hd__or4_1 | 2 | 15.01 |
| sky130_fd_sc_hd__and3_2 | 1 | 7.510 |
| sky130_fd_sc_hd__and4_4 | 1 | 11.26 |
| sky130_fd_sc_hd__buf_4 | 1 | 7.510 |
| sky130_fd_sc_hd__buf_6 | 1 | 11.26 |
| sky130_fd_sc_hd__conb_1 | 1 | 3.750 |
| sky130_fd_sc_hd__nand3_2 | 1 | 10.01 |
| sky130_fd_sc_hd__nand4bb_1 | 1 | 11.26 |
| sky130_fd_sc_hd__nor3_2 | 1 | 10.01 |
| sky130_fd_sc_hd__o211ai_1 | 1 | 7.510 |
| sky130_fd_sc_hd__o21a_1 | 1 | 7.510 |
| sky130_fd_sc_hd__o21ai_1 | 1 | 5.000 |
| sky130_fd_sc_hd__o41ai_1 | 1 | 8.760 |
| sky130_fd_sc_hd__or2_1 | 1 | 6.260 |
| sky130_fd_sc_hd__or3_1 | 1 | 6.260 |
| sky130_fd_sc_hd__or4b_4 | 1 | 13.76 |
==> kinds of logic after synthesis <==
kind of cell	synth area share
AOI/OAI and AO/OA	0.05730
xor gates and xnor gates	0.1182
adders and majority gates	0.01810
buffers and inverters	0.04282
DFF	0.5115
other	0.001808
and+or+nand+nor	0.2503
==> power by group through the flow <==
stage,logic [mW],clock network [mW],registers (mW)
final,0.0241,0.337,0.449
after global routing,0.0287,0.370,0.450
after CTS,0.0251,0.348,0.449
==> layout make-up <==
type	instances	area, um2
Clock buffer	6	72.57
Clock inverter	2	37.54
Fill cell	1092	7965
Inverter	12	45.04
Multi-Input combinational cell	155	939.7
Sequential cell	42	1061
Tap cell	136	170.2
Timing Repair Buffer	4	32.53
==> stage by stage <==
step | worst slack (ns) | cell area (um2) | utilization | power [mW]
after floorplan | 2.264 | 2090 | - | 0.4695
after global placement | 2.054 | 2248 | 0.2178 | 0.4823
after detailed placement | 2.037 | 2248 | 0.2178 | 0.4829
after CTS | 1.972 | 2359 | 0.2285 | 0.8221
after global routing | 1.884 | 2359 | 0.2285 | 0.8488
final | 2.015 | 2359 | 0.2285 | 0.8102
==> state kept, by name, indices dropped and copies added, names as in the netlist <==
name / cells
instan_div_50k.cnt: 20
instan_div_50k.div_50k: 1
instan_div_500k.cnt: 20
instan_div_500k.div_500k: 1
==> worst min-delay path by stage <==
stage,startpoint,end,slack (ns),cells after the start
CTS,clkcnt_reset,instan_div_50k.cnt[15]$_DFFE_PN0P_,0.35,1
global route,clkcnt_reset,instan_div_50k.cnt[14]$_DFFE_PN0P_,0.34,1
finish,clkcnt_reset,instan_div_50k.cnt[4]$_DFFE_PN0P_,0.35,1
No activity file was given, so power comes from the tool's default toggle rates.
