**./constraint.sdc**
```tcl
current_design mux_8path_4b

set clk_period 1.5
set clk_io_pct 0.2

create_clock -name clk0 -period $clk_period

set non_clock_inputs [all_inputs -no_clocks]
set_input_delay [expr $clk_period * $clk_io_pct] -clock clk0 $non_clock_inputs
set_output_delay [expr $clk_period * $clk_io_pct] -clock clk0 [all_outputs]
```
**./config.mk**
```make
export PLATFORM = sky130hd
export DESIGN_NAME = mux_8path_4b
export DESIGN_NICKNAME = mux_8path_4b
export VERILOG_FILES = /design/flow/design.v
export SDC_FILE = /design/flow/constraint.sdc
export NUM_CORES = 4
export LEC_CHECK = 1
export CORE_AREA = 10 10 70 70
export DIE_AREA = 0 0 80 80
```
**./run.sh**
```bash
#!/bin/bash
# OpenROAD 26Q1-2900-gdf79404cd8, Yosys 0.63+post, stock flow scripts
make -C /OpenROAD-flow-scripts/flow DESIGN_CONFIG=/design/flow/config.mk WORK_HOME=/design/flow/orfs finish
```
**./design.v**
```verilog
`timescale 1ns / 1ps
module display_cnt_3bit(input reset, input display_clk,
                        output  reg [2:0] display_cnt_3bit_num);
    always @(  posedge reset or posedge display_clk) begin
        if ( reset) display_cnt_3bit_num <= 0;
        else  display_cnt_3bit_num <= display_cnt_3bit_num + 1;
    end 
endmodule 
module decod38 (input [2:0] decod_38_in,
                output reg [7:0] decod_38_out);  
    always @(decod_38_in ) begin
        case(decod_38_in)
        3'd0: decod_38_out = ~8'h01;
        3'd1: decod_38_out = ~8'h02;
        3'd2: decod_38_out = ~8'h04;
        3'd3: decod_38_out = ~8'h08;
        3'd4: decod_38_out = ~8'h10;
        3'd5: decod_38_out = ~8'h20;
        3'd6: decod_38_out = ~8'h40;
        3'd7: decod_38_out = ~8'h80;
        default: decod_38_out = ~8'h00;
        endcase 
    end
endmodule
module mux_8path_4b(
            input [2:0] mux_sel,  
            input [3:0] mux_in7,
            input [3:0] mux_in6,
            input [3:0] mux_in5,
            input [3:0] mux_in4,
            input [3:0] mux_in3,
            input [3:0] mux_in2,
            input [3:0] mux_in1,
            input [3:0] mux_in0,
            output reg [3:0] mux_out); 
        always @(mux_sel or mux_in7 or
                    mux_in6 or mux_in5 or
                    mux_in4 or mux_in3 or
                    mux_in2 or mux_in1 or mux_in0) 
         begin
            mux_out = 4'd0;
            case(mux_sel)
                3'd0: mux_out = mux_in0;
                3'd1: mux_out = mux_in1;
                3'd2: mux_out = mux_in2;
                3'd3: mux_out = mux_in3;
                3'd4: mux_out = mux_in4;
                3'd5: mux_out = mux_in5;
                3'd6: mux_out = mux_in6;
                3'd7: mux_out = mux_in7;
                default: mux_out = 4'h0;
            endcase
         end 
endmodule 
module SEG7_LUT (iBCD_, oSEG_);
input   [3:0]   iBCD_;
output  [7:0]   oSEG_;  
reg     [7:0]   oSEG_;
always @(iBCD_)   
begin
        case(iBCD_)
        0:oSEG_=8'hc0;
        1:oSEG_=8'hf9;
        2:oSEG_=8'ha4;
        3:oSEG_=8'hb0;
        4:oSEG_=8'h99;
        5:oSEG_=8'h92;
        6:oSEG_=8'h82;
        7:oSEG_=8'hf8;
        8:oSEG_=8'h80;
        9:oSEG_=8'h90;
        10:oSEG_=8'h88;
        11:oSEG_=8'h83;
        12:oSEG_=8'hc6;
        13:oSEG_=8'ha1;
        14:oSEG_=8'h86;
        15:oSEG_=8'hbf;
        default:oSEG_=8'h00;
        endcase
end
endmodule
```
==> notes.md <==
run results: outcome=finished, violations left, failing checks=negative setup slack, Core Util, Final=23.2%, DRT Wirelength=1690 µm, Tool Warnings=34, CP most frequent cell=buf_12, GR Overflow Total=0, Flop Count=0, Tot Pwr=189 µW, cell row count=21, drt drc=0, Die Size=6400 µm², aoi share=32.1%, Hold Startpoint=mux_in1[0], Fmax=662 MHz, fin. max-slew vios=0, NetSw=63.2 µW, Die Wd=80 µm, Worst path max stage delay=0.34 ns, Synth Area in XOR/XNOR=0%, Top Ports=39, Cell Type Count=15, Period minus WS final=1.51 ns, Slew HR=87.7%, total track usage=5.01%, detailed placement HPWL=1450 µm, FF+latch area=0 µm², Hold WC Path Type=in -> out, Mapped Area=308 µm², RSZ-0062 raised after global routing=true, Tightest Pin Transition=0.179 ns, Post-Syn Instances=39, first-pass GRT wire length=2630 µm, ANT cells=0, Synth logic family=multiplexers, Fin. Hold Viols=0, Worst Setup End Kind=output port, Net Sw Frac=33.5%, DRT Pass-1 Iters=2, cell family with most CP delay=AND-OR/OR-AND gates, core area=3420 µm², CP arrival=1.21 ns, drt initial violations=16, number of global-route vias before repair=523, Simple-Gate Area Share=17.5%, IO buf count=39, CTS Hold Bufs=0, hold depth=5, period utilisation layout=101%, cell internal pwr=126 µW, Slowest cell on crit path=o32a_1, WHS Endpoint=mux_out[0], Avg Synthesized Cell Area=7.89 µm², # clk buffers=0, worst path required time=1.20 ns, most frequent logic cell in the layout=dlygate4sd2_1, max_cap viols=0, clock power share=0%, synth-to-layout area growth=158%, initial antenna violation count=0, leakage=0.000386 µW, sequential group share of total power=0%, register area share after synthesis=0%, most common logic cells in the final layout=dlygate4sd2_1, mux2i_1, buf_2, clkdlybuf4s50_1, Die Height=80 µm, critical path class=in -> out, crit path cell chain=buf_12, buf_12, nand2b_4, a22o_1, o32a_1, buf_2, Critical path buffers and inverters=3, Ys Warns=1, largest net degree at the start of global routing=9, Comb power frac=100.0%, Final ANT Viol Nets=0, adder share=0%, Vias/cell=3.60, setup ws final=-0.0107 ns, maximum vdd ir drop=0.0000716 V, Final Wtd Congestion=0.752, PD cells=238 nW/µm², Final setup viols=1, post-DR wirelength/cell=13.4 µm, Worst Path Max Fanout=8, YS chip area=308 µm², Hold Slack=1.10 ns, ratio of cells with drive above 1 in the final layout=26.3%, Via Count=454, Init Core Util=9.01%, cell count in the Yosys report=39, post-synthesis mux area share=35.8%, Setup crit start kind=input port, TNS Setup=-0.0107 ns
==> worst max-delay path by stage <==
stage	slack [ns]	from	cells after the start	endpoint
after CTS	-0.03	mux_sel[1]	6	mux_out[2]
after global routing	-0.06	mux_sel[1]	6	mux_out[2]
final	-0.01	mux_sel[1]	6	mux_out[2]
==> through the flow <==
stage	instances	worst slack, ns	area (µm²)
floorplan	39	0.210	308
global placement	123	-0.790	749
detailed placement	123	-0.798	749
CTS	126	-0.0265	768
global route	126	-0.0572	793
finish	126	-0.0107	793
==> routing by layer <==
metal  vias to the layer above  GRT usage, %  share of wire, %  routed length (µm)
met5                         -             0                 0                   0
met4                         0             0                 0                   0
met3                         0          1.25               6.2                 105
met2                        11          10.0                57                 968
met1                       204          5.34                37                 619
li1                        239             -                 -                   -
==> logic make-up after synthesis <==
kind of cell,after synthesis
AND-OR/OR-AND,13
buffers and inverters,5
multiplexers,11
AND/OR/NAND/NOR,10
==> final cells by class <==
cell class / count / area [µm²]
Inverter: 1 / 3.75
Tap cell: 46 / 57.6
Multi-Input combinational cell: 34 / 300
Fill cell: 392 / 2620
Timing Repair Buffer: 45 / 432
==> power by group through the flow <==
stage	sequential (µW)	combinational, µW	clock (µW)
CTS	0	188	0
global route	0	206	0
finish	0	189	0
==> worst min-delay path: cells and delay by family <==
| family | cells | cell delay, ns |
|---|---|---|
| compound gates | 2 | 0.26 |
| mux | 1 | 0.07 |
| buf+inv | 2 | 0.17 |
==> Yosys cell counts (all sizes together) <==
cell type / n / area share (%)
mux2i: 11 / 36
a211oi: 4 / 9.8
buf: 4 / 13
nor2: 3 / 3.7
nor3b: 3 / 7.3
o22a: 3 / 8.5
o22ai: 3 / 6.1
nand2: 2 / 2.4
nand2b: 2 / 4.1
a21oi: 1 / 1.6
a22o: 1 / 2.8
inv: 1 / 1.2
o32a: 1 / 3.3
==> timing repair <==
| item | in CTS | in global routing |
|---|---|---|
| pin swaps | 14 | 8 |
| setup buffers | 2 | 0 |
| endpoints found under the setup margin | 4 | 4 |
| cloned | 1 | 0 |
| resized | 61 | 7 |
Power is estimated from default activity; no workload was simulated.
